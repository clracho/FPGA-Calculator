==> design/flow/config.mk <==
export PLATFORM = sky130hd
export DESIGN_NAME = sseg_mux
export DESIGN_NICKNAME = sseg_mux
export VERILOG_FILES = /design/flow/design.v
export SDC_FILE = /design/flow/constraint.sdc
export NUM_CORES = 4
export LEC_CHECK = 1
export CORE_AREA = 10 10 79 79
export DIE_AREA = 0 0 89 89
==> design/flow/constraint.sdc <==
current_design sseg_mux

set clk_period 2.5
set clk_io_pct 0.2

create_clock -name clk0 -period $clk_period [get_ports {clk}]

set non_clock_inputs [all_inputs -no_clocks]
set_input_delay [expr $clk_period * $clk_io_pct] -clock clk0 $non_clock_inputs
set_output_delay [expr $clk_period * $clk_io_pct] -clock clk0 [all_outputs]
==> design/flow/design.v <==
module sseg_mux(
    input clk,
    input [4:0] leftmost,
    input [4:0] left_center,
    input [4:0] right_center,
    input [4:0] rightmost,
    input leftmost_dp,
    input left_center_dp,
    input right_center_dp,
    input rightmost_dp,
    output [4:0] data_out,
    output dp_out,
    output [3:0] anode
    );
    reg [17:0] cycle_count;
    reg [1:0] current_display;
    reg [3:0] anode_sig;
    reg [4:0] data_sig;
    reg dp_sig;
    reg dp_sig_inv;
    assign anode = anode_sig;
    assign data_out = data_sig;
    assign dp_out = dp_sig;
    always @ (posedge clk)  
    begin
        cycle_count <= cycle_count + 1;
    end
    always @ (posedge cycle_count[17])  
    begin
        current_display <= current_display + 1;  
    end
    always @ (*)  
    begin
        case (current_display)
            2'b00: anode_sig <= 4'b0111;  
            2'b01: anode_sig <= 4'b1011;
            2'b10: anode_sig <= 4'b1101;
            default: anode_sig <= 4'b1110;
        endcase
    end
    always @ (*)  
    begin
        case(current_display)  
            2'b00: data_sig <= leftmost;
            2'b01: data_sig <= left_center;
            2'b10: data_sig <= right_center;
            default: data_sig <= rightmost;
        endcase
        case(current_display)  
            2'b00: dp_sig_inv <= leftmost_dp;
            2'b01: dp_sig_inv <= left_center_dp;
            2'b10: dp_sig_inv <= right_center_dp;
            default: dp_sig_inv <= rightmost_dp;
        endcase
        dp_sig <= !dp_sig_inv;  
    end
endmodule
==> design/flow/run.sh <==
#!/bin/bash
# OpenROAD 26Q1-2900-gdf79404cd8, Yosys 0.63+post, stock flow scripts
make -C /OpenROAD-flow-scripts/flow DESIGN_CONFIG=/design/flow/config.mk WORK_HOME=/design/flow/orfs finish
==> run notes <==
The synthesized netlist has a Yosys-reported chip area of 892.1 µm². The run gives 0 as the number of diodes added for antenna fixing. TritonCTS built the clock tree.

Entering global routing, the biggest net connects 14 pins. Of the available clock period, the critical path in the final layout requires 95.04%. For the worst-skew pair, the clock arrives at the later sink with an insertion delay of 0.25 ns.

The endpoint kind of the worst setup timing path was an output pin. Setup-violating endpoint count in the final report: 0. Once the clock tree was built, the setup fixing pass inserted 0 buffers.

The run gives 719 as the via count of the first global-routing pass. At the pin with the least slew margin, the transition time is 0.3482 ns. Synthesis produced 91 cells.

Once detail routing completed, the nets flagged for antenna violations numbered 0. For the worst setup path, the data arrival time is 1.88 ns. The top fanout value on the critical path is 1.

The placement summary gives the final routability congestion estimate as 0.7247. The type of the setup path with the least slack is in -> out. STA reports the tightest min-delay check as being of type reg -> reg. The post-detailed-route wirelength per cell came out at 11.45 µm. For this run, the detailed router's first-pass iteration total came to 4. The reg-to-reg setup timing slack was 1.07 ns; the synthesis warning total was 1. Between clock sinks in the finished design, the worst skew comes to 0.001612 ns. The maximum clock frequency came out at 0.4209 GHz. In this run the cell area of the synthesized design comes to 892.1 µm².

Walking the worst path, the cells encountered are clkdlybuf4s50_1 > a222oi_1 > nand2_1 > o21ai_0 > clkdlybuf4s50_1. A synthesized cell averages 9.803 µm². The worst-case IR drop observed on VDD is 0.5371 mV. The run gives 1 for the total number of H-tree levels. OpenROAD emitted warnings numbering 28. The smallest clock period supported by the final layout is computed as 2.376 ns. The number of hold buffers added after CTS was 0. Per the final layout report, the fraction of cells sized above drive strength 1 comes to 7.031%. Per the CTS log, the root buffer master is sky130_fd_sc_hd__clkbuf_8.

Setup repair after global routing left no endpoint under its margin. With the total half-perimeter wirelength after legalization and detailed placement at 1.606 mm, the data required time at the worst endpoint is 2.00 ns. Summed over all layers, the global routing overflow is 0. The report lists the power per cell area as 421.9 nW/µm².

The kind of launch point of the worst setup path was an input port. The normalized max-slew margin is 76.76%, and the count of placed standard cells in the final layout, fillers left out is 182. The width of the die was 89 µm; the number of register pins that no clock reaches was 2. The synthesis-to-layout area growth was 51.47%. The I/O pin total is 35, and the deepest clock path buffer count is 2. The run gives 0.4982 nW for the static power due to leakage. The flow ran to the end, and the final reports show no timing, DRC or antenna violations.

As logged by OpenROAD, the buffers inserted on ports number 34. The run gives 0 as the final-report hold violation count. The number of pins exceeding their max-slew limit in the final report is 0, and the final-layout setup total negative slack is 0 ns.

The number of unconstrained endpoints is 6, and the first-pass GRT wire length is 3.312 mm. The final wirelength is 2.084 mm, and the sequential area share after synthesis is 44.88%. Counting both buffers and inverters, the worst setup path holds a total of 2.

On the critical path, the stage with the largest delay is an instance of sky130_fd_sc_hd__clkdlybuf4s50_1. The longest incremental delay of any stage on the critical path is reported as 0.49 ns. The run gives 28.99% for the final cell utilization of the core. The core region is 4661 µm². In this run the core area contains 25 standard-cell rows.

For this block, the initial DRC count from the detailed router was 33. Among the stages of the critical path, the cell type that occurs most often is sky130_fd_sc_hd__clkdlybuf4s50_1. Yosys mapped the design onto 20 distinct sky130hd cell types. The number of register bits inferred by synthesis was 20; the post-detailed-route via-to-cell ratio was 4.198.

The detailed router placed 764 vias in this run. In this run the vertical extent of the chip is 89 µm. The clock-pin transition on the worst setup and hold timing paths is 0.07 ns, and the number of buffers added by the clock tree synthesis step is 3. The initial core utilization is 19.14%. The run gives 0 for the max-cap violation count. The cell family contributing the most delay on the critical path is buffers and inverters. For this run, the total global-route usage over all layers was measured as 5.060%. The synthesized netlist was found by Yosys to have 91 cells. The overall chip area is 7921 µm². TritonRoute reported its final design rule violation total as 0. The logs give 0 for the count of cells resized by post-cts repair and 0 for the number of antenna violations at the first check in global routing.

After detailed placement, the design holds a cell count of 178. The final layout report lists a filler cell count of 489.
-- cells by family (layout without fill, tap and decap cells) --
family,after synthesis,count (layout),share of synthesized area [%]
adder cells (fa/ha/maj),5,5,7.013
AND/OR/NAND/NOR,29,29,18.51
AND-OR/OR-AND,12,12,10.10
buffers and inverters,9,46,3.787
flip-flops,20,20,44.88
XOR/XNOR,16,16,15.71
-- final cells by class --
class	instances	area, µm²	area share [%]
clock buffer	4	55.05	4.074
multi-input combinational	62	457.9	33.89
tap	54	67.56	5.000
timing repair buffer	34	340.3	25.19
inverter	8	30.03	2.222
sequential	20	400.4	29.63
-- synth_stat cells (all sizes together) --
| cell type | instances | area share [%] |
|---|---|---|
| dfxtp | 20 | 45 |
| or3 | 1 | 0.70 |
| and3 | 1 | 0.70 |
| inv | 8 | 3.4 |
| nand3 | 6 | 3.9 |
| a21oi | 5 | 2.8 |
| xor2 | 5 | 4.9 |
| nand2 | 6 | 2.5 |
| nor3 | 2 | 2.2 |
| ha | 5 | 7.0 |
| xnor2 | 11 | 11 |
| and4 | 2 | 2.2 |
| a222oi | 6 | 6.7 |
| nand4 | 3 | 2.8 |
| clkbuf | 1 | 0.42 |
| nor2 | 8 | 3.4 |
| o21ai | 1 | 0.56 |
-- report_power, final --
| part | internal, mW | leakage, nW | switching [mW] | total, mW |
|---|---|---|---|---|
| combinational | 0.0421 | 0.308 | 0.00803 | 0.0502 |
| sequential | 0.287 | 0.161 | 0 | 0.287 |
| clock | 0.140 | 0.0288 | 0.0935 | 0.233 |
-- stage by stage --
| stage | hold WS (ns) | total power [mW] | area (µm²) | setup slack [ns] |
|---|---|---|---|---|
| after floorplan | 0.3929 | 0.2961 | 892.1 | 1.090 |
| after global placement | 0.4098 | 0.3434 | 1296 | 0.1247 |
| after detailed placement | 0.4140 | 0.3435 | 1296 | 0.1170 |
| after CTS | 0.4287 | 0.5784 | 1351 | 0.1146 |
| after global routing | 0.4408 | 0.5902 | 1351 | 0.008352 |
| final | 0.4242 | 0.5701 | 1351 | 0.1240 |
-- flip-flops by register name, indices dropped and copies added, names as in the netlist --
| register | flops |
|---|---|
| cycle_count | 18 |
| current_display | 2 |
-- layer usage --
layer  up-vias  wire, µm  GRT usage (%)
li1        391         -              -
met5         -         0              0
met2        43       677          6.782
met4         0         0         0.1445
met3         0       368          2.571
met1       330      1038          7.462
-- layout by cell type (no fill, tap or decap) --
cell                              instances
sky130_fd_sc_hd__nand3_2                  1
sky130_fd_sc_hd__or3_1                    1
sky130_fd_sc_hd__and4_1                   1
sky130_fd_sc_hd__o21ai_0                  1
sky130_fd_sc_hd__clkbuf_8                 4
sky130_fd_sc_hd__clkdlybuf4s50_1         34
sky130_fd_sc_hd__xnor2_1                 11
sky130_fd_sc_hd__a21oi_1                  5
sky130_fd_sc_hd__inv_1                    8
sky130_fd_sc_hd__dfxtp_1                 20
sky130_fd_sc_hd__nand4_1                  2
sky130_fd_sc_hd__and4_4                   1
sky130_fd_sc_hd__nor2_1                   8
sky130_fd_sc_hd__nand3_1                  5
sky130_fd_sc_hd__nand2_1                  6
sky130_fd_sc_hd__a222oi_1                 6
sky130_fd_sc_hd__nand4_2                  1
sky130_fd_sc_hd__ha_1                     5
sky130_fd_sc_hd__xor2_1                   5
sky130_fd_sc_hd__nor3_2                   2
sky130_fd_sc_hd__and3_1                   1
-- worst reg2reg max path, stage by stage (launching register included) --
cell,delay [ns]
sky130_fd_sc_hd__dfxtp_1,0.39
sky130_fd_sc_hd__ha_1,0.20
sky130_fd_sc_hd__nand3_1,0.17
sky130_fd_sc_hd__nor3_2,0.28
sky130_fd_sc_hd__nand4_1,0.15
sky130_fd_sc_hd__xnor2_1,0.14
-- path summary, 6_finish.rpt --
kind | cells past startpoint | from | to
min | 1 | cycle_count[0] | cycle_count[0]
min reg2reg | 1 | cycle_count[0] | cycle_count[0]
max | 5 | right_center_dp | dp_out
max reg2reg | 5 | cycle_count[0] | cycle_count[12]
Power figures rest on the tool's default switching activity, not on a simulated workload.
