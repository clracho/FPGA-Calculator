File: flow/config.mk
export PLATFORM = sky130hd
export DESIGN_NAME = Multiplier
export DESIGN_NICKNAME = Multiplier
export VERILOG_FILES = /design/flow/design.v
export SDC_FILE = /design/flow/constraint.sdc
export NUM_CORES = 4
export LEC_CHECK = 1
export CORE_UTILIZATION = 50
File: flow/constraint.sdc
current_design Multiplier

set clk_period 32.9
set clk_io_pct 0.2

create_clock -name clk0 -period $clk_period

set non_clock_inputs [all_inputs -no_clocks]
set_input_delay [expr $clk_period * $clk_io_pct] -clock clk0 $non_clock_inputs
set_output_delay [expr $clk_period * $clk_io_pct] -clock clk0 [all_outputs]
File: flow/design.v
`timescale 1ns / 1ps
module Adder(
    input [15:0] adder_input1,
    input [15:0] adder_input2,
    output [31:0] adder_output
    );
    wire [3:0] SUM1;
    wire [3:0] SUM2;
    wire [3:0] SUM3;
    wire [3:0] SUM4;
    wire carry_out1;
    wire carry_out2;
    wire carry_out3;
    wire carry_out4;
    m_bit_Adder m_bit_Adder1(
        .A(adder_input1[3:0]),
        .B(adder_input2[3:0]),
        .carry_in(1'b0),
        .SUM(SUM1),
        .carry_out(carry_out1)
        );
    m_bit_Adder m_bit_Adder2(
        .A(adder_input1[7:4]),
        .B(adder_input2[7:4]),
        .carry_in(carry_out1),
        .SUM(SUM2),
        .carry_out(carry_out2)
        );
    m_bit_Adder m_bit_Adder3(
        .A(adder_input1[11:8]),
        .B(adder_input2[11:8]),
        .carry_in(carry_out2),
        .SUM(SUM3),
        .carry_out(carry_out3)
        );
    m_bit_Adder m_bit_Adder4(
        .A(adder_input1[15:12]),
        .B(adder_input2[15:12]),
        .carry_in(carry_out3),
        .SUM(SUM4),
        .carry_out(carry_out4)
        );
    assign adder_output[31:0] = {1'b0,1'b0,1'b0,1'b0,1'b0,1'b0,1'b0,1'b0,1'b0,1'b0,1'b0,1'b0,1'b0,1'b0,1'b0,carry_out4,SUM4, SUM3, SUM2, SUM1};
endmodule
`timescale 1ns / 1ps
module Multiplier(
    input [15:0] A,
    input [15:0] B,
    output [31:0] multiply_output
    );
wire [15:0]product1;
wire [15:0]product2;
wire [15:0]product3;
wire [15:0]product4;
wire [15:0]product5;
wire [15:0]product6; 
wire [15:0]product7; 
wire [15:0]product8; 
wire [15:0]product9;
wire [15:0]product10; 
wire [15:0]product11; 
wire [15:0]product12; 
wire [15:0]product13;      
wire [15:0]product14;       
wire [15:0]product15;       
wire [15:0]product16;       
wire [15:0]product17;       
wire [15:0]product18;       
wire [15:0]product19;       
wire [15:0]product20;       
wire [15:0]product21;       
wire [15:0]product22;      
wire [15:0]product23;      
wire [15:0]product24;
wire [15:0]product25;
wire [15:0]product26; 
wire [15:0]product27; 
wire [15:0]product28; 
wire [15:0]product29;
wire [15:0]product30; 
wire [15:0]product31; 
wire [15:0]product32; 
wire [15:0]product33; 
wire [15:0]product34; 
wire [15:0]productbus;
wire [31:0] adder1_result;
wire [31:0] adder2_result;
wire [31:0] adder3_result;
wire [31:0] adder4_result;
wire [31:0] adder5_result;
wire [31:0] adder6_result;
wire [31:0] adder7_result;
wire [31:0] adder8_result;
wire [31:0] adder9_result;
wire [31:0] adder10_result;
wire [31:0] adder11_result;
wire [31:0] adder12_result;
wire [31:0] adder13_result;
wire [31:0] adder14_result;
wire [31:0] adder15_result;
wire [31:0] adder16_result;
andmultiply andmultiply_1(
        .A(A[15:0]),
        .B(B[0]),
        .product1(product1)
        );
andmultiply andmultiply_2(    
       .A(A[15:0]),           
       .B(B[1]),                          
       .product1(product2)    
       );              
assign multiply_output[0] = product1[0];
assign productbus = {1'b0,product1[15:1]};
Adder Adder1(
        .adder_input1(productbus),
        .adder_input2(product2),
        .adder_output(adder1_result)
        );
assign multiply_output[1] = adder1_result[0];
andmultiply andmultiply_3(
       .A(A[15:0]),       
       .B(B[2]),          
       .product1(product3)
       );
Adder Adder2(                       
        .adder_input1(adder1_result[16:1]),  
        .adder_input2(product3),                               
        .adder_output(adder2_result)          
        );  
assign multiply_output[2] = adder2_result[0];
andmultiply andmultiply_4( 
       .A(A[15:0]),                              
       .B(B[3]),           
       .product1(product4) 
       );  
Adder Adder3(                                     
        .adder_input1(adder2_result[16:1]), 
        .adder_input2(product4),                                          
        .adder_output(adder3_result)       
        );      
assign multiply_output[3] = adder3_result[0];
andmultiply andmultiply_5(                   
       .A(A[15:0]),                          
       .B(B[4]),                             
       .product1(product5)                   
       );                                    
Adder Adder4(                                
        .adder_input1(adder3_result[16:1]),  
        .adder_input2(product5),                                             
        .adder_output(adder4_result)         
        );                                   
assign multiply_output[4] = adder4_result[0];
andmultiply andmultiply_6(                   
       .A(A[15:0]),                          
       .B(B[5]),                             
       .product1(product6)                   
       );                                    
Adder Adder5(                                
        .adder_input1(adder4_result[16:1]),  
        .adder_input2(product6),                                                                         
        .adder_output(adder5_result)         
        );                                   
assign multiply_output[5] = adder5_result[0];
andmultiply andmultiply_7(                    
       .A(A[15:0]),                           
       .B(B[6]),                              
       .product1(product7)                    
       );                                     
Adder Adder6(                                 
        .adder_input1(adder5_result[16:1]),   
        .adder_input2(product7),                                               
        .adder_output(adder6_result)          
        );                                    
assign multiply_output[6] = adder6_result[0]; 
andmultiply andmultiply_8(                   
       .A(A[15:0]),                          
       .B(B[7]),                             
       .product1(product8)                   
       );                                    
Adder Adder7(                                
        .adder_input1(adder6_result[16:1]),  
        .adder_input2(product8),                                             
        .adder_output(adder7_result)         
        );                                   
assign multiply_output[7] = adder7_result[0];
andmultiply andmultiply_9(                   
       .A(A[15:0]),                          
       .B(B[8]),                             
       .product1(product9)                   
       );                                    
Adder Adder8(                                
        .adder_input1(adder7_result[16:1]),  
        .adder_input2(product9),                                             
        .adder_output(adder8_result)         
        );                                   
assign multiply_output[8] = adder8_result[0];
andmultiply andmultiply_10(                   
       .A(A[15:0]),                          
       .B(B[9]),                             
       .product1(product10)                   
       );                                    
Adder Adder9(                                
        .adder_input1(adder8_result[16:1]),  
        .adder_input2(product10),                                             
        .adder_output(adder9_result)         
        );                                   
assign multiply_output[9] = adder9_result[0];
andmultiply andmultiply_11(                   
       .A(A[15:0]),                          
       .B(B[10]),                             
       .product1(product11)                  
       );                                    
Adder Adder10(                                
        .adder_input1(adder9_result[16:1]),  
        .adder_input2(product11),                                           
        .adder_output(adder10_result)         
        );                                   
assign multiply_output[10] = adder10_result[0];
andmultiply andmultiply_12(                    
       .A(A[15:0]),                            
       .B(B[11]),                              
       .product1(product12)                    
       );                                      
Adder Adder11(                                 
        .adder_input1(adder10_result[16:1]),    
        .adder_input2(product12),                                             
        .adder_output(adder11_result)           
        );                                     
assign multiply_output[11] = adder11_result[0];
andmultiply andmultiply_13(                    
       .A(A[15:0]),                            
       .B(B[12]),                              
       .product1(product13)                    
       );                                      
Adder Adder12(                                 
        .adder_input1(adder11_result[16:1]),   
        .adder_input2(product13),                                               
        .adder_output(adder12_result)          
        );                                     
assign multiply_output[12] = adder12_result[0];
andmultiply andmultiply_14(                        
       .A(A[15:0]),                                
       .B(B[13]),                                  
       .product1(product14)                        
       );                                          
Adder Adder13(                                     
        .adder_input1(adder12_result[16:1]),       
        .adder_input2(product14),                                                       
        .adder_output(adder13_result)              
        );                                         
assign multiply_output[13] = adder13_result[0];    
andmultiply andmultiply_15(                        
       .A(A[15:0]),                                
       .B(B[14]),                                  
       .product1(product15)                        
       );                                          
Adder Adder14(                                     
        .adder_input1(adder13_result[16:1]),       
        .adder_input2(product15),                                                        
        .adder_output(adder14_result)              
        );                                         
assign multiply_output[14] = adder14_result[0];
andmultiply andmultiply_16(                      
       .A(A[15:0]),                            
       .B(B[15]),                                  
       .product1(product16)                        
       );                                          
Adder Adder15(                                     
        .adder_input1(adder14_result[16:1]),       
        .adder_input2(product16),                                                       
        .adder_output(adder15_result)              
        );                                         
assign multiply_output[31:15] = adder15_result[16:0];  
endmodule
`timescale 1ns / 1ps
module andmultiply(
input B,
input [15:0]A,
output [15:0]product1
);
and U7 (product1[0],A[0],B);  
and U9 (product1[1],A[1],B);  
and U10 (product1[2],A[2],B); 
and U11 (product1[3],A[3],B); 
and U12 (product1[4],A[4],B); 
and U13 (product1[5],A[5],B); 
and U14 (product1[6],A[6],B); 
and U15 (product1[7],A[7],B); 
and U16 (product1[8],A[8],B); 
and U17 (product1[9],A[9],B);
and U18 (product1[10],A[10],B);
and U19 (product1[11],A[11],B);
and U20 (product1[12],A[12],B);
and U21 (product1[13],A[13],B);
and U22 (product1[14],A[14],B);
and U23 (product1[15],A[15],B);
endmodule
module m_bit_Adder(
    input [3:0] A,
    input [3:0] B,
	input carry_in,
    output [3:0] SUM,
	output carry_out
);
wire X2, X4, X5, X6, X46, X50, X52, X53, X68, X74, X78, X80, X81, X91, X95, X99, X101, X112;
xor U2 (X2,A[0], B[0]);
xor U3 (SUM[0],X2, carry_in);
and U4 (X4,X2, carry_in);
and U5 (X5,B[0], A[0]);
or U6 (X6,X4, X5);
xor U46 (X46,B[1], A[1]);
xor U48 (SUM[1],X46, X68);
and U50 (X50,X46, X68);
and U52 (X52,B[1], A[1]);
or U53 (X53,X50, X52);
buf U68 (X68,X6);
xor U74 (X74,B[2], A[2]);
xor U76 (SUM[2],X74, X91);
and U78 (X78,X74, X91);
and U80 (X80,B[2], A[2]);
or U81 (X81,X78, X80);
buf U91 (X91,X53);
xor U95 (X95,B[3], A[3]);
xor U97 (SUM[3],X95, X112);
and U99 (X99,X95, X112);
and U101 (X101,B[3], A[3]);
or U102 (carry_out,X99, X101);
buf U112 (X112,X81);
endmodule
File: flow/run.sh
#!/bin/bash
# OpenROAD 26Q1-2900-gdf79404cd8, Yosys 0.63+post, stock flow scripts
make -C /OpenROAD-flow-scripts/flow DESIGN_CONFIG=/design/flow/config.mk WORK_HOME=/design/flow/orfs finish
==> impl_metrics.csv <==
group,metric,value,unit
outcome,status,"completed",
place,gpl.final_weighted_congestion,0.747,
die,design.portCount,64,
yosys,synthesis.area_per_instance,9.30,um2
die,core,14100,um2
setup_path,critPathTopFamily,"adder cells",
place,port-buffer-count,64,
finish,mostFrequentLayoutCell,"inv_1",
global_routing,grt_max_degree,17,
setup_path,endpoint_kind,"output port",
global_routing,grtUsageTotal,16.7,%
die,floorplanUtilization,52.1,%
finish,final_cell_area,8090,um2
finish,layout-drive-gt1-share,22.6,%
final_timing,max-slew-margin-rel,63.1,%
finish,clock_buffer_count,0,
setup_path,max_stage_delay,0.58,ns
yosys,synth.distinct_cells,7,
setup_path,criticalPathCategory,"in2out",
setup_path,critPathBufInv,28,
die,floorplan.die_area,15200,um2
clock_network,cts_hold_buffers,0,
route,wl_per_cell,9.41,um
yosys,yosys_cells,789,
global_routing,number_of_antenna_violations_at_the_first_check_in_global_routing,0,
setup_path,critical_path.endpoint,"multiply_output[30]",
setup_path,worst_ep_required_time,26.32,ns
route,detail_route.antenna_diodes,0,
place,placement.cell_area,7830,um2
global_routing,grt.overflow.total,0,
setup_path,crit_path_frequent_cell,"fa_2",
yosys,yosysSeqAreaShare,0,%
finish,register_area,0,um2
yosys,synth.cell_area,7340,um2
yosys,netlist_instances,789,
finish,layout.cells.most_common_list,"inv_1, and2_1, nand2_1",
setup_path,timing.critical_path.depth,73,
clock_network,postCtsSetupBuffers,0,
final_timing,post-route-worst-setup-slack,0.783,ns
die,die_height,123,um
die,floorplan_row_count,43,
route,wl,9350,um
global_routing,grt_pass1_vias,4994,
finish,number_of_flip_flops_and_latches,0,
setup_path,critical-path-slowest-cell,"fa_2",
setup_path,worstPathArrival,25.54,ns
final_timing,final_period_minus_worst_setup_slack,32.12,ns
flow_run,warning_count,32,
setup_path,worst_setup_path_start_kind,"input port",
final_timing,maxClockFrequency,31.1,MHz
yosys,yosys_area,7340,um2
finish,synthToLayoutAreaGrowth,10.2,%
flow_run,maxCapViolCount,0,
route,route.vias.total,4434,
final_timing,slew_viol_final,0,
route,routed_via_density,4.46,
route,detail_route.iter0.violations,45,
final_timing,timing_hold_violations_final,0,
place,dp_hpwl,8950,um
die,die_w,123,um
yosys,synth-warning-count,0,
route,detail_route.first_pass.iterations,3,
final_timing,fin_crit_sh,97.6,%
route,remaining_drc_errors,0,
final_timing,final-setup-viol-count,0,
setup_path,crit_path_max_fo,2,
place,place_ws,-0.920,ns
final_timing,worst_slew_pin_slew,0.552,ns
setup_path,startpoint,"B[1]",
route,drtAntennaViolNets,0,
global_routing,grt_pass1_wl,20100,um
hold_path,min_path_type,"in2out",
[tightest hold or removal path, cell delays in order]
cell             delay [ns]
clkbuf_2               0.10
and2_1                 0.12
ha_1                   0.11
clkdlybuf4s50_1        0.45
[through the flow]
| stage | setup TNS [ns] | utilization [%] | instances | hold slack, ns |
|---|---|---|---|---|
| 2_1_floorplan | 0 | - | 789 | 13.24 |
| 3_3_place_gp | -2.30 | 55.6 | 994 | 14.38 |
| 3_5_place_dp | -2.61 | 55.6 | 994 | 14.38 |
| 4_1_cts | 0 | 56.4 | 994 | 14.11 |
| 5_1_grt | -0.0275 | 57.4 | 994 | 13.99 |
| 6_report | 0 | 57.4 | 994 | 13.94 |
[per-layer routing]
| layer | vias to the layer above | track usage, % | share of wire [%] |
|---|---|---|---|
| li1 | 2147 | - | - |
| met1 | 2246 | 25.3 | 46 |
| met2 | 41 | 29.6 | 52 |
| met3 | 0 | 1.98 | 2.4 |
| met4 | 0 | 0 | 0 |
| met5 | - | 0 | 0 |
[cells in the mapped netlist]
master / number / area share [%]
nand2_1: 123 / 6.3
fa_1: 224 / 61
ha_1: 16 / 2.7
buf_4: 27 / 2.8
and2_1: 133 / 11
inv_1: 245 / 13
buf_6: 21 / 3.2
[cell type report]
cell class | instances | area (um2)
inverters | 245 | 920
well taps | 180 | 225
multi-input cells | 496 | 6250
fillers | 1258 | 6010
repair buffers | 73 | 694
[repair_timing]
action,CTS,global route
pin swaps,14,74
gates cloned,0,0
endpoints found under the setup margin,4,4
gates resized,55,130
endpoints found under the hold margin,0,0
[logic make-up after synthesis]
| kind of cell | Yosys count | share of synthesized area [%] |
|---|---|---|
| adders and majority gates | 240 | 63.8 |
| and+or+nand+nor | 256 | 17.6 |
| buffers and inverters | 293 | 18.5 |
[worst min-delay path by stage]
stage	to	start	cells after the start
6_report	multiply_output[1]	A[1]	4
4_1_cts	multiply_output[1]	A[1]	4
5_1_grt	multiply_output[1]	A[1]	4
