[design.v]
`timescale 1ns / 1ps
module Adder(
    input [15:0] adder_input1,
    input [15:0] adder_input2,
    output [31:0] adder_output
    );
    wire [3:0] SUM1;
    wire [3:0] SUM2;
    wire [3:0] SUM3;
    wire [3:0] SUM4;
    wire carry_out1;
    wire carry_out2;
    wire carry_out3;
    wire carry_out4;
    m_bit_Adder m_bit_Adder1(
        .A(adder_input1[3:0]),
        .B(adder_input2[3:0]),
        .carry_in(1'b0),
        .SUM(SUM1),
        .carry_out(carry_out1)
        );
    m_bit_Adder m_bit_Adder2(
        .A(adder_input1[7:4]),
        .B(adder_input2[7:4]),
        .carry_in(carry_out1),
        .SUM(SUM2),
        .carry_out(carry_out2)
        );
    m_bit_Adder m_bit_Adder3(
        .A(adder_input1[11:8]),
        .B(adder_input2[11:8]),
        .carry_in(carry_out2),
        .SUM(SUM3),
        .carry_out(carry_out3)
        );
    m_bit_Adder m_bit_Adder4(
        .A(adder_input1[15:12]),
        .B(adder_input2[15:12]),
        .carry_in(carry_out3),
        .SUM(SUM4),
        .carry_out(carry_out4)
        );
    assign adder_output[31:0] = {1'b0,1'b0,1'b0,1'b0,1'b0,1'b0,1'b0,1'b0,1'b0,1'b0,1'b0,1'b0,1'b0,1'b0,1'b0,carry_out4,SUM4, SUM3, SUM2, SUM1};
endmodule
`timescale 1ns / 1ps
module Inverter_16_bit(
    input [15:0] inverter_input,
    output [15:0] inverter_output
    );
    not inverter0(inverter_output[0], inverter_input[0]);
    not inverter1(inverter_output[1], inverter_input[1]);
    not inverter2(inverter_output[2], inverter_input[2]);
    not inverter3(inverter_output[3], inverter_input[3]);
    not inverter4(inverter_output[4], inverter_input[4]);
    not inverter5(inverter_output[5], inverter_input[5]);
    not inverter6(inverter_output[6], inverter_input[6]);
    not inverter7(inverter_output[7], inverter_input[7]);
    not inverter8(inverter_output[8], inverter_input[8]);
    not inverter9(inverter_output[9], inverter_input[9]);
    not inverter10(inverter_output[10], inverter_input[10]);
    not inverter11(inverter_output[11], inverter_input[11]);
    not inverter12(inverter_output[12], inverter_input[12]);
    not inverter13(inverter_output[13], inverter_input[13]);
    not inverter14(inverter_output[14], inverter_input[14]);
    not inverter15(inverter_output[15], inverter_input[15]);
endmodule
`timescale 1ns / 1ps
module Subtractor(
    input [15:0] subtractor_input1,
    input [15:0] subtractor_input2,
    output [31:0] subtractor_output,
    output negative_number
    );
    wire [3:0] SUM1;
    wire [3:0] SUM2;
    wire [3:0] SUM3;
    wire [3:0] SUM4;
    wire carry_out1;
    wire carry_out2;
    wire carry_out3;
    wire carry_out4;
    wire [15:0] inverted_input2;
    Inverter_16_bit Inverter_16_bit1(
        .inverter_input(subtractor_input2),
        .inverter_output(inverted_input2)
        );
    wire [31:0] adder_output;
    Adder add_1_to_inverted_input(
        .adder_input1(inverted_input2),
        .adder_input2({1'b0,1'b0,1'b0,1'b0,1'b0,1'b0,1'b0,1'b0,1'b0,1'b0,1'b0,1'b0,1'b0,1'b0,1'b0,1'b1}),
        .adder_output(adder_output)
        );
    wire [15:0] inverted_input2_plus1;
    assign inverted_input2_plus1 = adder_output[15:0];
    m_bit_Adder m_bit_Adder1(
        .A(subtractor_input1[3:0]),
        .B(inverted_input2_plus1[3:0]),
        .carry_in(1'b0),
        .SUM(SUM1),
        .carry_out(carry_out1)
        );
    m_bit_Adder m_bit_Adder2(
        .A(subtractor_input1[7:4]),
        .B(inverted_input2_plus1[7:4]),
        .carry_in(carry_out1),
        .SUM(SUM2),
        .carry_out(carry_out2)
        );
    m_bit_Adder m_bit_Adder3(
        .A(subtractor_input1[11:8]),
        .B(inverted_input2_plus1[11:8]),
        .carry_in(carry_out2),
        .SUM(SUM3),
        .carry_out(carry_out3)
        );
    m_bit_Adder m_bit_Adder4(
        .A(subtractor_input1[15:12]),
        .B(inverted_input2_plus1[15:12]),
        .carry_in(carry_out3),
        .SUM(SUM4),
        .carry_out(carry_out4)
        );
    wire [31:0] decrement_by_1_output;
    Adder decrement_by_1(
        .adder_input1({SUM4, SUM3, SUM2, SUM1}),
        .adder_input2({1'b1,1'b1,1'b1,1'b1,1'b1,1'b1,1'b1,1'b1,1'b1,1'b1,1'b1,1'b1,1'b1,1'b1,1'b1,1'b1}),
        .adder_output(decrement_by_1_output)
        );
    wire [15:0] decrement_by_1_inverted;
    Inverter_16_bit Inverter_16_bit2(
        .inverter_input(decrement_by_1_output[15:0]),
        .inverter_output(decrement_by_1_inverted)
        );
    wire [15:0] final_output;
    wire is_positive;
    or is_positive_gate(is_positive, carry_out4, adder_output[16]);
    not negate_is_positive_gate(negative_number, is_positive);
    mux4b #(16) final_output_selector (
        .out(final_output),
        .sel( {1'b0, is_positive} ),
        .in0( decrement_by_1_inverted ),
        .in1( {SUM4, SUM3, SUM2, SUM1} ),
        .in2( {SUM4, SUM3, SUM2, SUM1} ),
        .in3( {SUM4, SUM3, SUM2, SUM1} )
        );
    assign subtractor_output = {1'b0,1'b0,1'b0,1'b0,1'b0,1'b0,1'b0,1'b0,1'b0,1'b0,1'b0,1'b0,1'b0,1'b0,1'b0,1'b0,final_output};
endmodule
module m_bit_Adder(
    input [3:0] A,
    input [3:0] B,
	input carry_in,
    output [3:0] SUM,
	output carry_out
);
wire X2, X4, X5, X6, X46, X50, X52, X53, X68, X74, X78, X80, X81, X91, X95, X99, X101, X112;
xor U2 (X2,A[0], B[0]);
xor U3 (SUM[0],X2, carry_in);
and U4 (X4,X2, carry_in);
and U5 (X5,B[0], A[0]);
or U6 (X6,X4, X5);
xor U46 (X46,B[1], A[1]);
xor U48 (SUM[1],X46, X68);
and U50 (X50,X46, X68);
and U52 (X52,B[1], A[1]);
or U53 (X53,X50, X52);
buf U68 (X68,X6);
xor U74 (X74,B[2], A[2]);
xor U76 (SUM[2],X74, X91);
and U78 (X78,X74, X91);
and U80 (X80,B[2], A[2]);
or U81 (X81,X78, X80);
buf U91 (X91,X53);
xor U95 (X95,B[3], A[3]);
xor U97 (SUM[3],X95, X112);
and U99 (X99,X95, X112);
and U101 (X101,B[3], A[3]);
or U102 (carry_out,X99, X101);
buf U112 (X112,X81);
endmodule
module mux4b #(parameter k=1 )  
(	
	input  [k-1:0] in3,in2,in1,in0,
	input [1:0] sel,
	output reg [k-1:0] out
);
	always@ (*)
		case(sel)
			2'b00: out=in0;
			2'b01: out=in1;
			2'b10: out=in2;
			2'b11: out=in3;
			default: out={k{1'bx}};
		endcase
endmodule
[run.sh]
#!/bin/bash
# OpenROAD 26Q1-2900-gdf79404cd8, Yosys 0.63+post, stock flow scripts
make -C /OpenROAD-flow-scripts/flow DESIGN_CONFIG=/design/flow/config.mk WORK_HOME=/design/flow/orfs finish
[config.mk]
export PLATFORM = sky130hd
export DESIGN_NAME = Subtractor
export DESIGN_NICKNAME = Subtractor
export VERILOG_FILES = /design/flow/design.v
export SDC_FILE = /design/flow/constraint.sdc
export NUM_CORES = 4
export LEC_CHECK = 1
export CORE_AREA = 10 10 106 106
export DIE_AREA = 0 0 116 116
[constraint.sdc]
current_design Subtractor

set clk_period 16.5
set clk_io_pct 0.2

create_clock -name clk0 -period $clk_period

set non_clock_inputs [all_inputs -no_clocks]
set_input_delay [expr $clk_period * $clk_io_pct] -clock clk0 $non_clock_inputs
set_output_delay [expr $clk_period * $clk_io_pct] -clock clk0 [all_outputs]
==> impl_metrics.tcl <==
# place-and-route summary
set metrics [dict create \
    dieHeight_um 116 \
    crit_family "adder cells" \
    leakage_nw 0.9325 \
    p_sw_share_pct 32.14 \
    cp_num_buf_inv 5 \
    ios 65 \
    cpMostUsedCell "fa_1" \
    intPower_uw 47.35 \
    rsz0062_at_grt "no" \
    stdcell_area_sq_um 1720 \
    fp_util_pct 13.42 \
    core_area_sq_um 8848 \
    grt_max_degree 16 \
    via_count 829 \
    yosys.area.top_type "ha_1" \
    grt_use_total_pct 3.951 \
    syn_inst 122 \
    fin_util_pct 19.44 \
    crit_type "input pin to primary output" \
    final.setup.tns_ns 0 \
    place_inst 276 \
    power_switching_uw 22.42 \
    antenna_found_initial 0 \
    p_per_area_nw_per_um2 40.56 \
    n_antenna_cell 0 \
    hpwl_um 2712 \
    drt_iter0_drc 8 \
    synthToLayoutAreaGrowth_pct 44.89 \
    dpl_cell_area_sq_um 1720 \
    p_seq_share_pct 0 \
    fill_cells 980 \
    postCtsSetupRepairBufs 0 \
    cp_cell_sequence "clkdlybuf4s50_1, inv_1, ha_1, fa_1, fa_1, fa_1, fa_1, fa_1, fa_1, fa_1, fa_1, fa_1, fa_1, fa_1, inv_1, fa_1, fa_1, fa_1, fa_1, nor2b_2, buf_4, mux2_2, clkdlybuf4s50_1" \
    io_buffer_count 49 \
    wl_um 2788 \
    via_per_inst 3.004 \
    layout-drive-gt1-share_pct 7.738 \
    die_w_um 116 \
    ys_warn_count 1 \
    final-instance-count-excl-fill 276 \
    clockPowerShare_pct 0 \
    cts_resized 0 \
    fp-row-count 34 \
    comb_area_sq_um 937.1 \
    worstPathArrival_ns 10.47 \
    max-cap-violations 0 \
    synth.yosys.seq_area_share_pct 0 \
    most_common_cell "inv_1" \
    worst_setup_path_start_kind "input pin" \
    drc_errors 0 \
    slew_viol_final 0 \
    area_leaders "ha_1 32%, fa_1 25%, inv_1 13%" \
    cp.required_ns 13.20 \
    finalCriticalPeriod_ns 13.77 \
    crit_path_max_incr_delay_ns 0.48 \
    floorplan.die_area_sq_um 13460 \
    grt_pass1_wl_um 4305 \
    common_cells "40 x inv_1, 30 x ha_1, 17 x buf_4, 15 x fa_1, 6 x mux2_4" \
    max_freq_mhz 72.64 \
    crit_fanout 15 \
    setup_viol 0 \
    status "finished clean" \
    ant_nets 0 \
    grt_pass1_vias 903 \
    gp_congestion 0.7490 \
    ir_drop_mv 0.007655 \
    finalCritPeriodShare_pct 83.44 \
    hold_buffers 0 \
    power_frac_comb_pct 100.0 \
    hold_viol 0 \
    first_pass_iters 3 \
    syn_area_sq_um 1187 \
    avgRoutedWirePerCell_um 10.10 \
    cp_slowest_cell "clkdlybuf4s50_1" \
    log.warning_count 32 \
    endpoint_kind "primary output" \
    top_area_share_pct 31.61 \
    yosysCellCount 122 \
    clock_buffers 0 \
    grt.overflow.total 0 \
    flop-count 0 \
    ys_area_sq_um 1187 \
    syn_area_per_cell_sq_um 9.733 \
    regArea_sq_um 0 \
    ys_types 13 \
    min_path_type "input pin to primary output" \
]
[path summary, 6_finish.rpt]
check                           startpoint  slack [ns]  cells after the start                    to
worst max-delay path  subtractor_input2[0]        2.73                     23  subtractor_output[1]
worst min-delay path  subtractor_input1[0]        7.71                      3  subtractor_output[0]
[stage by stage]
stage,power (mW),setup slack [ns],hold slack (ns)
floorplan,0.03692,3.976,6.796
global route,0.08057,2.398,7.802
finish,0.06978,2.733,7.712
global placement,0.07162,2.624,7.750
detailed placement,0.07257,2.684,7.747
CTS,0.07308,2.619,7.755
[power by group through the flow]
| stage | registers [mW] | logic (mW) | clock network (mW) |
|---|---|---|---|
| after CTS | 0 | 0.0731 | 0 |
| after global routing | 0 | 0.0806 | 0 |
| final | 0 | 0.0698 | 0 |
[cell type report]
| class | instances | share of cell area (%) |
|---|---|---|
| multi-input combinational | 78 | 54.47 |
| timing repair buffer | 50 | 28.95 |
| tap | 108 | 7.855 |
| inverter | 40 | 8.727 |
[tightest hold or removal path: cells and delay by family]
family                     cells  cell delay [ns]
adders and majority gates      1             0.16
buffers and inverters          2             0.95
[cell usage in the layout (no fill, tap or decap)]
cell type	count
buf_4	1
mux2i_1	3
fa_1	15
mux2_4	6
xnor2_1	1
conb_1	16
inv_1	40
nor2b_2	1
mux2_2	5
clkdlybuf4s50_1	49
nor3b_1	1
ha_1	30
[routing by layer]
metal	global-route usage [%]	part of all wire, %	vias up
met1	4.133	35	370
li1	-	-	432
met4	0	0	0
met5	0	0	-
met2	7.395	52	27
met3	1.936	14	0
[kinds of logic after synthesis]
group / share of synthesized area [%]
adder cells (fa/ha/maj): 56.90
multiplexers: 14.86
buffers and inverters: 26.03
other: 0.3158
AND/OR/NAND/NOR: 1.160
XOR/XNOR: 0.7378
Power is estimated from default activity; no workload was simulated.
